`flow/design.v`:
```
module top 
(  
    input               pclk,
    input               presetn,
    input   [31 : 0]    paddr,
    input   [31 : 0]    pwdata,
    input               psel,
    input               pwrite,
    input               penable,
    output  [31 : 0]    prdata
);
  reg [3:0]  cntrl = 0;  
  reg [31:0] reg1  = 0;  
  reg [31:0] reg2  = 0;  
  reg [31:0] reg3  = 0;  
  reg [31:0] reg4  = 0;  
  reg     [31 : 0]    rdata_tmp = 0;    
    always @ (posedge pclk) 
      begin
        if( !presetn ) 
        begin
           cntrl    <= 4'h0;
           reg1     <= 32'h5A5A_5555;
           reg2     <= 32'h1234_9876;
           reg3     <= 32'hA5A5_0000;
           reg4     <= 32'h0000_FFFF;
          rdata_tmp <= 32'h00000000;
        end
        else if( psel && penable && pwrite )
        begin
            case( paddr )
                'h0     : cntrl <= pwdata;
                'h4     : reg1  <= pwdata; 
                'h8     : reg2  <= pwdata;
                'hc     : reg3  <= pwdata;
                'h10    : reg4  <= pwdata;
            endcase
        end
        else if (psel && penable && !pwrite )
         begin
           case( paddr )
                'h0     : rdata_tmp <= {28'h0000000,cntrl};
                'h4     : rdata_tmp <= reg1;
                'h8     : rdata_tmp <= reg2;
                'hc     : rdata_tmp <= reg3;
                'h10    : rdata_tmp <= reg4;
                default : rdata_tmp <= 32'h00000000;
            endcase 
         end      
    end   
assign prdata =  rdata_tmp;
endmodule
```
`flow/run.sh`:
```
#!/bin/bash
# OpenROAD 26Q1-2900-gdf79404cd8, Yosys 0.63+post, stock flow scripts
make -C /OpenROAD-flow-scripts/flow DESIGN_CONFIG=/design/flow/config.mk WORK_HOME=/design/flow/orfs finish
```
`flow/config.mk`:
```
export PLATFORM = sky130hd
export DESIGN_NAME = top
export DESIGN_NICKNAME = top
export VERILOG_FILES = /design/flow/design.v
export SDC_FILE = /design/flow/constraint.sdc
export NUM_CORES = 4
export LEC_CHECK = 1
export CORE_UTILIZATION = 30
```
`flow/constraint.sdc`:
```
current_design top

set clk_period 15.5
set clk_io_pct 0.2

create_clock -name clk0 -period $clk_period [get_ports {pclk}]

set non_clock_inputs [all_inputs -no_clocks]
set_input_delay [expr $clk_period * $clk_io_pct] -clock clk0 $non_clock_inputs
set_output_delay [expr $clk_period * $clk_io_pct] -clock clk0 [all_outputs]
```
==> impl_metrics.csv <==
group,metric,value,unit
clocking,cts_hold_buf,0,
setup_path,cp-start-kind,"input port",
layout,fin_area,0.009015,mm²
synthesis,top_cells_by_count,"164 x dfxtp_1, 157 x mux2i_1, 143 x nand2_1",
drt,drtPass1Iterations,6,
drt,drt_drc_violations_left,0,
job,drv_cap,0,
clocking,cts_made_buffers,17,
synthesis,ys_area,0.007191,mm²
synthesis,yosys_cells,750,
drt,wl_per_cell,15.79,µm
place,placement.io_buffers,100,
synthesis,async_flop_share,0,
sta,rsz0062_at_grt,"false",
clocking,cts-resized-gates,0,
setup_path,critPathRequiredTime,15.85,ns
setup_path,critPathKind,"in2reg",
setup_path,crit_start,"paddr[4]",
synthesis,ff_type,"dfxtp_1",
layout,nFillCells,2275,
synthesis,post_synth_num_cell_types,32,
drt,drtIter0Drc,330,
sta,tns,0,ns
floorplanning,die_area,0.02459,mm²
setup_path,timing.rr.end,"rdata_tmp[2]",
run_status,run_status,"completed",
floorplanning,rows,56,
synthesis,synth_area,0.007191,mm²
setup_path,cp_max_fo,32,
clocking,root_buffer,"clkbuf_16",
sta,fin_crit,5.692,ns
synthesis,synth_area_per_cell,9.588,µm²
grt,grt_max_degree,93,
floorplanning,fp.dieW,156.8,µm
synthesis,synth_top_cell_by_area,"dfxtp_1",
setup_path,cp.arrival,6.04,ns
setup_path,r2r_start,"reg2[2]",
clocking,cts.sinks,164,
place,dp_hpwl,11260,µm
grt,grt_pass1_wl,28280,µm
sta,clock_skew,0.009153,ns
clocking,clockBufferDepth,2,
grt,grt.total_usage,0.1524,
drt,via_per_inst,4.704,
synthesis,top_cell_area_share,0.4566,
sta,maxSlewViolCount,0,
synthesis,netlist_instances,750,
grt,grt-ovfl-total,0,
floorplanning,core,0.02347,mm²
place,gp_congestion,0.7779,
place,placed_area,0.008416,mm²
clocking,cts_setup_buffers,0,
setup_path,crit_end,"reg1[0]",
sta,worst_pin_slew,0.7779,ns
sta,holdWs,0.4527,ns
drt,drt-total-wl,18160,µm
setup_path,end_kind,"flop",
sta,finalHoldViolCount,0,
clocking,clk_pin_slew,0.06,ns
sta,setup_violations,0,
synthesis,yosysSeqAreaShare,0.4566,
power_and_ir_drop,cellPowerDensity,99.54,mW/mm²
clocking,cts.htree.levels,4,
power_and_ir_drop,total_leakage_power,3.249,nW
floorplanning,io_pins,101,
job,warning_count,25,
drt,vias,5410,
floorplanning,die_y,156.8,µm
setup_path,reg2reg_depth,3,
clocking,tritoncts,"yes",
sta,slew_headroom,0.4814,
floorplanning,floorplan.core_util,0.3063,
power_and_ir_drop,peakVddDrop,0.06372,mV
layout,drive_gt1_frac,0.08183,
synthesis,synth_warnings,1,
grt,grt_pass1_vias,5206,
synthesis,synth.most_common_cell,"dfxtp_1",
synthesis,synth-edff-count,0,
sta,fmax,175.7,MHz
place,place_ws,9.374,ns
drt,diodes,0,
grt,antenna_found_initial,0,
sta,layout_worst_path_cycle_share,0.3672,
worst_hold_path,hold_class,"reg2reg",
drt,ant_nets,0,
layout,syn2layout_area_growth,25.37,%
sta,timing.final.ws_setup,9.808,ns
clocking,clk_latency,0.42,ns
setup_path,r2r_setup_slack,14.34,ns
synthesis,ys_ff,164,
synthesis,synthTopCellsByArea,"dfxtp_1 46%, mux2i_1 22%, nor2b_1 7.5%, nand2_1 7.5%, a221oi_1 2.8%",
critical path: stages:
cell and delay [ns]:
clkdlybuf4s50_1 0.62, or4_4 0.80, nor4_1 0.47, and3_2 0.27, buf_4 0.52, mux2i_1 0.26
stage by stage:
stage / util / instances / power, mW
CTS: 0.3841 / 1150 / 0.9068
global placement: 0.3585 / 1118 / 0.4828
floorplan: - / 750 / 0.4567
finish: 0.3841 / 1150 / 0.8974
detailed placement: 0.3585 / 1118 / 0.4827
global route: 0.3841 / 1150 / 0.9277
how the worst min path moves through the flow:
stage                 start            end  depth (start not counted)
finish        rdata_tmp[14]  rdata_tmp[14]                          2
global route       reg3[15]       reg3[15]                          2
CTS                 reg3[0]        reg3[0]                          2
power breakdown:
part	leakage (nW)	switching, mW	internal, mW
sequential	1.32	0.00000000000959	0.421
clock	0.290	0.166	0.259
combinational	1.64	0.0258	0.0256
total	3.25	0.191	0.706
layout make-up:
type / instances / area [µm²] / share of cell area
inverter: 2 / 7.507 / 0.0008328
timing repair buffer: 112 / 1084 / 0.1202
multi-input combinational: 521 / 3642 / 0.4040
sequential: 164 / 3283 / 0.3642
tap: 319 / 399.1 / 0.04427
clock buffer: 25 / 505.5 / 0.05607
clock inverter: 7 / 93.84 / 0.01041
layout by cell type (no fill, tap or decap), drive strengths merged, types with 2 or more instances in the layout:
master	count
a211oi	2
or4	4
mux2i	157
clkinvlp	2
dfxtp	164
or2	3
nand4	4
nand2	143
a222oi	8
o21ai	32
and4	3
nor2b	86
bufinv	2
inv	3
clkinv	2
clkbuf	25
a221oi	23
clkdlybuf4s50	98
buf	14
nor4	14
mux2	11
and3	3
nor3	22
metal layers:
metal / routed length, µm / GRT usage / vias to the layer above
met1: 8834 / 0.2273 / 2542
met4: 234 / 0.01821 / 0
li1: - / - / 2749
met3: 961 / 0.03187 / 13
met2: 8124 / 0.2375 / 106
met5: 0 / 0 / -
cells by family (layout without fill, tap and decap cells):
group | Yosys count | in the layout | share of synthesized area
flops | 164 | 164 | 0.4566
buf+inv | 65 | 146 | 0.04124
compound gates | 66 | 66 | 0.06455
mux | 168 | 168 | 0.2358
simple gates | 287 | 287 | 0.2018
registers in the layout, summed over array words and instances (netlist names):
signal	flops
reg3	32
reg1	32
reg2	32
cntrl	4
rdata_tmp	32
reg4	32
No activity file was given, so power comes from the tool's default toggle rates.
